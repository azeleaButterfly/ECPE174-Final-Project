File: design/flow/run.sh
#!/bin/bash
# OpenROAD 26Q1-2900-gdf79404cd8, Yosys 0.63+post, stock flow scripts
make -C /OpenROAD-flow-scripts/flow DESIGN_CONFIG=/design/flow/config.mk WORK_HOME=/design/flow/orfs finish
File: design/flow/config.mk
export PLATFORM = sky130hd
export DESIGN_NAME = round_clockdiv
export DESIGN_NICKNAME = round_clockdiv
export VERILOG_FILES = /design/flow/design.v
export SDC_FILE = /design/flow/constraint.sdc
export NUM_CORES = 4
export LEC_CHECK = 1
export CORE_AREA = 10 10 105 105
export DIE_AREA = 0 0 115 115
File: design/flow/constraint.sdc
current_design round_clockdiv

set clk_period 5.2
set clk_io_pct 0.2

create_clock -name clk0 -period $clk_period [get_ports {iclk}]

set non_clock_inputs [all_inputs -no_clocks]
set_input_delay [expr $clk_period * $clk_io_pct] -clock clk0 $non_clock_inputs
set_output_delay [expr $clk_period * $clk_io_pct] -clock clk0 [all_outputs]
File: design/flow/design.v
 module round_clockdiv(input logic iclk,
						output logic oclk);
	const int HALF_OF_CLK_CYCLE_VALUE = 32'd250000000;  
	int count = 32'd0;
	logic clkstate = 1'b0;
	always_ff @(posedge iclk)
		if(count == (HALF_OF_CLK_CYCLE_VALUE-1))
		begin
			count <= 32'd0;
			clkstate <= ~clkstate;
		end else begin
			count <= count + 32'd1;
			clkstate <= clkstate;
		end
	assign oclk = clkstate;
 endmodule
==> results.txt <==
Outcome -> completed
Hpwl dp -> 1.785 mm
Vias per std cell -> 4.204
Die Span X -> 115 microns
Tcrit/Tclk final -> 0.4595
Final setup fails -> 0
Switching portion of total power -> 0.1755
Clk root buf -> clkbuf_8
Sink Count -> 33
CP Data Arrival Time -> 2.31 ns
Initial DRC count -> 75
GRT overflow -> 0
Slew HR -> 0.5343
Initial antenna violation count -> 0
Worst-margin pin slew -> 0.6964 ns
Clk latency late pin -> 0.28 ns
Reg-to-reg setup timing slack -> 2.81 ns
Static leakage -> 0.6889 nW
Top post-synthesis cells by count -> dfxtp_1, nand2_1, nand4_1, nor2_1, xor2_1
Placed Cells -> 267
Synth Area per Inst -> 9.007 sq um
CP startpoint kind -> flip-flop
Fmax -> 418.5 MHz
Fin crit period -> 2.389 ns
Top Ports -> 2
Log Warnings -> 25
Cell Area, Synth -> 1495 sq um
Critical path required time -> 5.12 ns
Drc violations -> 0
Fraction of registers with async set/reset -> 0
Synth top area cells -> dfxtp_1, xor2_1, xnor2_1
Maximum root-to-sink buffer count -> 2
Setup bufs post-CTS -> 0
Post-synth EDFFs -> 1
Core Area -> 8763 sq um
Total number of yosys warnings -> 1
Sequential area share after synthesis -> 0.4485
Cell Int Power -> 0.4440 mW
Area growth syn-to-layout -> 16.15%
H-Tree Depth -> 2
Drt pass-1 iters -> 4
CTS Buf Count -> 5
Multi-input gate area -> 779.5 sq um
Count leader, synth -> dfxtp_1
Worst hold path class -> reg -> reg
Clk_skew -> 0.003341 ns
Max-cap violations -> 0
Number of cells in Yosys stat -> 166
Ys flop type -> dfxtp_1
Ant diodes -> 0
Total GRT Usage -> 0.04403
Post-cts gate resize count -> 0
Worst-path clk slew -> 0.07 ns
DR vias -> 1,156
Hold_buf cts -> 0
Synth flops -> 33
Power share of the combinational group -> 0
Switch Pwr -> 0.09454 mW
First-pass GRT wire length -> 5.009 mm
CTS tree -> built
Max-area cell share -> 0.4285
Largest net degree at the start of global routing -> 18
PortBufs -> 1
Die Span Y -> 115 microns
Critical Path Sink Type -> flip-flop
Routability cong. -> 0.7996
Max Fanout on Critical Path -> 17
Register area -> 670.6 sq um
PwrDens -> 310.1 nW/um^2
Distinct cell type count after synthesis -> 32
Clock share of power -> 0.529
Vias in the first global route -> 1,102
Die Size -> 13,230 sq um
Layout cell share with drive strength beyond 1 -> 0.06587
DR WL/cell -> 9.804 microns
YS chip area -> 1495 sq um
Post-DRT Antenna Nets -> 0
Post-Syn Instances -> 166
Setup TNS -> 0 ns
Fin. max-slew vios -> 0
Setup Crit Path Kind -> reg -> reg
Fillers -> 970
Reg power frac -> 0.471
Row cnt -> 34
Synth area leader -> dfxtp_1
Post-Layout Cell Count -> 275
RSZ-0062 raised after global routing -> false
FP Util -> 0.1706
Final hold vios -> 0
Total Wirelength -> 2.696 mm
Maximum vdd drop -> 193.3 uV
## sequential cells by signal, indices dropped and copies added, names as in the netlist
signal,count
clkstate,1
count,32
## cell type report
class,instances,share of cell area
Multi-Input combinational cell,123,0.4488
Clock inverter,3,0.03746
Tap cell,108,0.07781
Timing Repair Buffer,1,0.005764
Inverter,2,0.004323
Clock buffer,5,0.03963
Sequential cell,33,0.3862
## kinds of logic (layout without fill, tap and decap cells)
group | after synthesis | in the layout | share of synthesized area
compound gates | 20 | 20 | 0.08117
xor+xnor | 20 | 20 | 0.1172
fa+ha+maj | 1 | 1 | 0.008367
buf+inv | 10 | 11 | 0.03013
flops | 33 | 33 | 0.4485
simple gates | 82 | 82 | 0.3147
## layer usage
metal  GRT usage  wire length, microns  up-vias
met3     0.01477                   102        2
met4    0.004950                    10        0
li1            -                     -      605
met5           0                     0        -
met1     0.06132                  1442      539
met2     0.06719                  1140       10
## through the flow
step           area [sq um]  hold WS (ns)  power, mW  utilization  worst slack (ns)
4_1_cts                1737        0.4572     0.5450       0.1982             2.794
2_1_floorplan          1495        0.4175     0.2595            -             3.079
5_1_grt                1737        0.4722     0.5590       0.1982             2.672
6_report               1737        0.4532     0.5386       0.1982             2.811
3_5_place_dp           1603        0.4435     0.2595       0.1829             2.797
3_3_place_gp           1603        0.4367     0.2595       0.1829             2.821
## critical path, cell delays in order, from the launching register on
cell     delay (ns)
dfxtp_1        0.35
or4b_1         0.53
or4_4          0.54
nor3_4         0.60
## path summary, 6_finish.rpt
check             startpoint  depth (start not counted)  endpoint
setup / recovery   count[20]                          3  clkstate
hold reg to reg     count[0]                          1  count[0]
hold / removal      count[0]                          1  count[0]
setup reg to reg   count[20]                          3  clkstate
## layout by cell type, fill, tap and decap left out
master,count
dfxtp_1,32
nand2_1,15
nand4_1,12
nor2_1,12
xor2_1,11
a21oi_1,9
xnor2_1,9
or4_1,7
nor3_1,7
nand3_1,6
or3_1,6
o31ai_1,5
clkbuf_8,5
o21ai_0,4
and4_1,3
nor4_1,3
inv_1,2
and2_1,2
bufinv_16,2
or2_1,1
or4b_1,1
nand4b_1,1
or4_4,1
nor4b_1,1
nor3b_1,1
nor3_4,1
o211a_1,1
a211o_1,1
nor2b_1,1
or2_2,1
ha_1,1
clkinv_2,1
edfxtp_1,1
clkdlybuf4s50_1,1
## power groups by stage
stage | logic, mW | clock network, mW | registers (mW)
after CTS | 0.000000352 | 0.291 | 0.254
after global routing | 0.000000352 | 0.306 | 0.253
final | 0.000000352 | 0.285 | 0.254
Power and IR drop assume default switching activity.
