<file path="flow/run.sh">
#!/bin/bash
# OpenROAD 26Q1-2900-gdf79404cd8, Yosys 0.63+post, stock flow scripts
make -C /OpenROAD-flow-scripts/flow DESIGN_CONFIG=/design/flow/config.mk WORK_HOME=/design/flow/orfs finish
</file>
<file path="flow/design.v">
 module clockdiv(input logic iclk,
						output logic oclk);
	const int HALF_OF_CLK_CYCLE_VALUE = 32'd6250000;  
	int count = 32'd0;
	logic clkstate = 1'b0;
	always_ff @(posedge iclk)
		if(count == (HALF_OF_CLK_CYCLE_VALUE-1))
		begin
			count <= 32'd0;
			clkstate <= ~clkstate;
		end else begin
			count <= count + 32'd1;
			clkstate <= clkstate;
		end
	assign oclk = clkstate;
 endmodule
</file>
<file path="flow/config.mk">
export PLATFORM = sky130hd
export DESIGN_NAME = clockdiv
export DESIGN_NICKNAME = clockdiv
export VERILOG_FILES = /design/flow/design.v
export SDC_FILE = /design/flow/constraint.sdc
export NUM_CORES = 4
export LEC_CHECK = 1
export CORE_AREA = 10 10 108 108
export DIE_AREA = 0 0 118 118
</file>
<file path="flow/constraint.sdc">
current_design clockdiv

set clk_period 6.8
set clk_io_pct 0.2

create_clock -name clk0 -period $clk_period [get_ports {iclk}]

set non_clock_inputs [all_inputs -no_clocks]
set_input_delay [expr $clk_period * $clk_io_pct] -clock clk0 $non_clock_inputs
set_output_delay [expr $clk_period * $clk_io_pct] -clock clk0 [all_outputs]
</file>
==> results_dict.tcl <==
# metrics dict for downstream scripts
set metrics [dict create \
    status "finished clean" \
    pin_count 2 \
    clk_pin_slew_worst_paths_ns 0.07 \
    drive_above_1_share_pct 11.76 \
    first_global_vias 1130 \
    worst_case_vdd_ir_drop_mv 0.08327 \
    tally_of_openroad_warnings 25 \
    cellLeakagePower_nw 0.6206 \
    cp_cell_sequence "clkdlybuf4s50_1" \
    post-cts-setup-buffer-count 0 \
    worstPathMaxFanout 2 \
    cp_slowest_stage_delay_ns 0.47 \
    dpl-instance-area_mm2 0.001678 \
    postLayoutCellArea_mm2 0.001779 \
    cts-buffers-inserted 5 \
    portBuffers 1 \
    number_of_placement_rows 35 \
    antenna-diode-count 0 \
    clock_skew_ns 0.008763 \
    worst_pin_slew_ns 0.7090 \
    route.final.wire_length_mm 2.973 \
    unrepaired_setup_endpoints_after_global_routing "false" \
    edf_count 1 \
    setup_tns_ns 0 \
    timing_max_transition_violations_final 0 \
    report.final.setup_viol 0 \
    gp_congestion 0.8136 \
    detailedPlacementHpwl_mm 2.008 \
    synth_area_mm2 0.001520 \
    synth_top_flop_cell "sky130_fd_sc_hd__dfxtp_1" \
    detail-route-antenna-nets 0 \
    die_width_um 118 \
    layout-area-overhead-vs-synth_pct 17.04 \
    critPathKind "flip-flop to output pin" \
    ctsHoldBuffers 0 \
    clock_path_buffers 2 \
    cts-resized-gates 0 \
    worstSkewPairLatency_ns 0.29 \
    globalRoute.totalOverflow 0 \
    clock_tree.htree_level_count 2 \
    grt_start_max_net_pins 14 \
    filler_cell_count 1041 \
    dr.pass1.iters 4 \
    fp.dieArea_mm2 0.01392 \
    cts.sinks 33 \
    core_outline_area_mm2 0.009284 \
    synth-area-yosys_mm2 0.001520 \
    setup_slack_ns 4.335 \
    final_core_occ_pct 19.16 \
    synth_cell_types 35 \
    cts_tree "yes" \
    post_synth.cell_area_avg_um2 9.213 \
    maxClockFrequency_mhz 405.7 \
    cp_top_delay_family "buffers and inverters" \
    critical-path-slowest-cell "sky130_fd_sc_hd__clkdlybuf4s50_1" \
    vias_per_cell 3.940 \
    crit_arrival_ns 1.10 \
    max_cap_violations 0 \
    antenna_violations_before_repair 0 \
    first_iteration_detailed_routing_drc_count 97 \
    post_synth_inst_count 165 \
    critical_path_buf_inv_count 1 \
    design_power_total_mw 0.3554 \
    timing.final.crit_share_pct 36.24 \
    grt_pass1_wl_mm 5.319 \
    yosys_warnings 1 \
    floorplan.core_util_pct 16.37 \
    timing_hold_violations_final 0 \
    dieHeight_um 118 \
    hold-worst-slack_ns 0.4582 \
    max-slew-margin-rel_pct 52.37 \
    routed_wire_length_per_instance_um 9.943 \
    dp_worst_setup_slack_ns 4.633 \
    dp.cells 291 \
    critical_path.endpoint_type "output pin" \
    cellPowerDensity_mw_per_mm2 199.7 \
    clockRootBuffer "sky130_fd_sc_hd__clkbuf_8" \
    route.vias.total 1178 \
    ys.flops 33 \
    cp-start-kind "flip-flop" \
    timing.final.crit_period_ns 2.465 \
    grt_use_total_pct 4.367 \
    required_ns 5.44 \
    final_cell_count_no_fill 299 \
    yosysCellCount 165 \
    ys_async_sr_fraction_pct 0 \
    dr_drc_count 0 \
    yosys.stat.seqShare_pct 44.12 \
    hp-class "flip-flop to flip-flop" \
]
## Yosys cell counts (2+ instances only)
library cell / n / area share [%]
sky130_fd_sc_hd__xnor2_1: 12 / 6.9
sky130_fd_sc_hd__nand3_1: 9 / 3.0
sky130_fd_sc_hd__and3_1: 4 / 1.6
sky130_fd_sc_hd__or4_1: 2 / 0.99
sky130_fd_sc_hd__clkbuf_1: 2 / 0.49
sky130_fd_sc_hd__or3_1: 3 / 1.2
sky130_fd_sc_hd__nor2b_1: 2 / 0.82
sky130_fd_sc_hd__inv_1: 5 / 1.2
sky130_fd_sc_hd__nand2_1: 11 / 2.7
sky130_fd_sc_hd__nand4_1: 12 / 4.9
sky130_fd_sc_hd__nor4_2: 4 / 3.3
sky130_fd_sc_hd__nor4_1: 10 / 4.1
sky130_fd_sc_hd__dfxtp_1: 32 / 42
sky130_fd_sc_hd__a21oi_1: 3 / 0.99
sky130_fd_sc_hd__o21ai_0: 7 / 2.3
sky130_fd_sc_hd__nor2_1: 13 / 3.2
sky130_fd_sc_hd__xor2_1: 11 / 6.3
sky130_fd_sc_hd__nor3_1: 6 / 2.0
## state kept, by name, summed over array words and instances, names as in the netlist
name / count
count: 32
clkstate: 1
## layer usage
metal  share of wire (%)  global-route usage, %  wire, µm  vias up
met2                  43                  6.538      1286       11
met5                   0                      0         0        -
li1                    -                      -         -      604
met1                  52                  6.108      1532      556
met3                 2.7                  1.215        81        7
met4                 2.4                  1.005        72        0
## final timing paths
kind	startpoint	to	slack (ns)	depth (start not counted)
max reg2reg	count[0]	count[22]	4.63	5
min	count[31]	count[31]	0.46	1
max	clkstate	oclk	4.34	1
min reg2reg	count[31]	count[31]	0.46	1
## cell usage in the layout, fill, tap and decap left out, types with 2 or more instances in the layout
cell type and count:
sky130_fd_sc_hd__nor4_2 5, sky130_fd_sc_hd__nand4_1 12, sky130_fd_sc_hd__nor4_1 9, sky130_fd_sc_hd__xnor2_1 12, sky130_fd_sc_hd__a21oi_1 3, sky130_fd_sc_hd__clkbuf_8 7, sky130_fd_sc_hd__o21ai_0 7, sky130_fd_sc_hd__nor2_1 13
sky130_fd_sc_hd__nand2_1 11, sky130_fd_sc_hd__and3_1 4, sky130_fd_sc_hd__dfxtp_1 32, sky130_fd_sc_hd__inv_1 5, sky130_fd_sc_hd__nor2b_1 2, sky130_fd_sc_hd__nor3_1 6, sky130_fd_sc_hd__or3_1 3, sky130_fd_sc_hd__nand3_1 9
sky130_fd_sc_hd__xor2_1 11, sky130_fd_sc_hd__or4_1 2
## report_power, final
group / switching [mW] / internal, mW / total (mW)
logic: 0 / 0 / 0.000000297
clock network: 0.0699 / 0.0914 / 0.161
registers: 0 / 0.194 / 0.194
## cell type report
| cell class | instances | area [µm²] | share of cell area, % |
|---|---|---|---|
| timing repair buffer | 2 | 17.52 | 0.9845 |
| multi-input combinational | 122 | 809.5 | 45.50 |
| clock inverter | 1 | 5.005 | 0.2813 |
| sequential | 33 | 670.6 | 37.69 |
| clock buffer | 7 | 96.34 | 5.415 |
| tap | 129 | 161.4 | 9.072 |
| inverter | 5 | 18.77 | 1.055 |
## cells by family (layout without fill, tap and decap cells)
kind of cell,Yosys count,in the layout,synth area share (%)
xor gates and xnor gates,23,23,13.25
buffers and inverters,10,15,3.045
DFF,33,33,44.12
and+or+nand+nor,84,84,33.50
adders and majority gates,1,1,0.8229
AOI/OAI and AO/OA,14,14,5.268
