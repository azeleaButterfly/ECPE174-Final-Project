## design/flow/constraint.sdc

```tcl
current_design three_disp_seven_seg

set clk_period 8.4
set clk_io_pct 0.2

create_clock -name clk0 -period $clk_period

set non_clock_inputs [all_inputs -no_clocks]
set_input_delay [expr $clk_period * $clk_io_pct] -clock clk0 $non_clock_inputs
set_output_delay [expr $clk_period * $clk_io_pct] -clock clk0 [all_outputs]
```

## design/flow/design.v

```verilog
module three_disp_seven_seg(
    input logic [7:0] a,
    output logic [0:6] display0,
    output logic [0:6] display1,
    output logic [0:6] display2
);
always_comb begin
        if (a > 8'd100) begin
            display0 <= 7'b1111110;
            display1 <= 7'b1111110;
            display2 <= 7'b1111110;
        end else if (a === 8'd100) begin
            display0 <= 7'b0000001;
            display1 <= 7'b0000001;
            display2 <= 7'b1001111;
        end else if (a === 8'd0) begin
            display0 <= 7'b0000001;
            display1 <= 7'b0000001;
            display2 <= 7'b0000001;
        end else begin
            display2 <= 7'b0000001;
            case (a / 10)
                8'd0: display1 <= 7'b0000001;  
                8'd1: display1 <= 7'b1001111;  
                8'd2: display1 <= 7'b0010010;  
                8'd3: display1 <= 7'b0000110;  
                8'd4: display1 <= 7'b1001100;  
                8'd5: display1 <= 7'b0100100;  
                8'd6: display1 <= 7'b0100000;  
                8'd7: display1 <= 7'b0001111;  
                8'd8: display1 <= 7'b0000000;  
                8'd9: display1 <= 7'b0001100;  
                default: display1 <= 7'b1111110;
            endcase
            case (a % 10)
                8'd0: display0 <= 7'b0000001;  
                8'd1: display0 <= 7'b1001111;  
                8'd2: display0 <= 7'b0010010;  
                8'd3: display0 <= 7'b0000110;  
                8'd4: display0 <= 7'b1001100;  
                8'd5: display0 <= 7'b0100100;  
                8'd6: display0 <= 7'b0100000;  
                8'd7: display0 <= 7'b0001111;  
                8'd8: display0 <= 7'b0000000;  
                8'd9: display0 <= 7'b0001100;  
                default: display0 <= 7'b1111110; 
            endcase
    end
end
endmodule
```

## design/flow/config.mk

```make
export PLATFORM = sky130hd
export DESIGN_NAME = three_disp_seven_seg
export DESIGN_NICKNAME = three_disp_seven_seg
export VERILOG_FILES = /design/flow/design.v
export SDC_FILE = /design/flow/constraint.sdc
export NUM_CORES = 4
export LEC_CHECK = 1
export CORE_AREA = 10 10 75 75
export DIE_AREA = 0 0 85 85
```

## design/flow/run.sh

```bash
#!/bin/bash
# OpenROAD 26Q1-2900-gdf79404cd8, Yosys 0.63+post, stock flow scripts
make -C /OpenROAD-flow-scripts/flow DESIGN_CONFIG=/design/flow/config.mk WORK_HOME=/design/flow/orfs finish
```

==> reports/qor.tcl <==
set qor(synth-warning-count) 1
set qor(number_of_cells_in_the_yosys_synthesis_report) 269
set qor(fin_crit_sh_pct) 94.6
set qor(worst_hold_path_type) {in2out}
set qor(worst_hold_slack_ps) 4640
set qor(avgRoutedWirePerCell_um) 16.8
set qor(synth_adder_area_share_pct) 5.36
set qor(setup_crit_start) {a[6]}
set qor(synth.mux.area_fraction_pct) 3.89
set qor(ys_top_logic_family) {AND-OR/OR-AND gates}
set qor(critPathLaunchType) {primary input}
set qor(core-area_um2) 4060
set qor(most_frequent_logic_cell_in_the_layout) {sky130_fd_sc_hd__clkdlybuf4s50_1}
set qor(power_frac_clock_pct) 0
set qor(drv_cap) 0
set qor(p_int_w) 0.0000799
set qor(grt_start_max_net_pins) 30
set qor(synth_seq_share_pct) 0
set qor(synth.cell_area_um2) 1870
set qor(openroad.warnings) 37
set qor(global_route_overflow) 0
set qor(number_of_antenna_diodes) 0
set qor(cp_data_required_time_ps) 6720
set qor(place_area_um2) 2120
set qor(hold_buffers) 0
set qor(post_synth_inst_count) 269
set qor(post_synth.cell_area_avg_um2) 6.94
set qor(crit_arrival_ps) 6270
set qor(timing.final.max_slew_violations) 0
set qor(sequential_group_share_of_total_power_pct) 0
set qor(lay_top_cells) {sky130_fd_sc_hd__clkdlybuf4s50_1 (29), sky130_fd_sc_hd__nor2_1 (20), sky130_fd_sc_hd__nand2_1 (19)}
set qor(worst-slew-pin-transition_ps) 751
set qor(cts_repair_resize_count) 0
set qor(die-width_um) 85
set qor(yosys_area_um2) 1870
set qor(grtUsageTotal_pct) 14.6
set qor(outcome) {finished clean}
set qor(fp-utilization_pct) 46.0
set qor(initialDrtViolationCount) 230
set qor(die-area_um2) 7230
set qor(fin_area_um2) 2120
set qor(dp_worst_setup_slack_ps) 549
set qor(crit_path_class) {in2out}
set qor(remaining_drc_errors) 0
set qor(synth-simple-area-share_pct) 35.0
set qor(drt.antenna.violating_nets) 0
set qor(net-switching-power_w) 0.0000968
set qor(setup_repair_after_global_routing_missed_its_margin) {false}
set qor(drt_pre_antenna_iters) 5
set qor(synth-compound-area-share_pct) 42.2
set qor(slew-limit-headroom_pct) 49.8
set qor(grt_pass1_wl_mm) 9.39
set qor(timing.critical_path.fanout_max) 16
set qor(hold_path_startpoint) {a[1]}
set qor(critical_path.endpoint_type) {output pin}
set qor(static-leakage-power_nw) 0.784
set qor(drive_gt1_share_pct) 15.1
set qor(max_freq_mhz) 126
set qor(setup_ws_ps) 452
set qor(finalWirelength_mm) 5.54
set qor(fp.dieH_um) 85
set qor(finalSetupTns_ps) 0
set qor(vias_per_cell) 6.55
set qor(layout.core_utilization_pct) 52.1
set qor(number_of_global_route_vias_before_repair) 1942
set qor(total_via_count_in_the_routed_design) 2154
set qor(pwr-share-comb_pct) 100.0
set qor(post-dp-hpwl_mm) 4.22
set qor(sequential_area_um2) 0
set qor(layout.filler_cells) 401
set qor(finalWeightedCongestion) 0.984
set qor(clockBufferCount) 0
set qor(flops) 0
set qor(whs_path_depth) 6
set qor(syn2layout_area_growth_pct) 13.3
set qor(antenna_violations_before_repair) 0
set qor(post_cts_buffers) 0
set qor(portBuffers) 29
set qor(vdd_ir_drop_max_v) 0.0000478
set qor(power_density_nw_per_um2) 83.5
set qor(sw_frac_of_total_pct) 54.8
set qor(xor_share_pct) 2.14
set qor(ios) 29
set qor(final-hold-violation-count) 0
set qor(floorplan.rows) 23
set qor(number_of_distinct_library_cells_after_synthesis) 80
set qor(setup-violations-final) 0
set qor(final_period_minus_worst_setup_slack_ps) 7950
[cells in the mapped netlist (all sizes together) (3+ instances only)]
cell type	count	area, µm²
nor2	22	87.6
a221oi	7	73.8
a31oi	3	33.8
a31o	4	35.0
o211ai	4	30.0
ha	8	100
mux2i	5	50.1
nand3b	5	37.5
nand4	5	31.3
nand2b	5	31.3
nand2	20	77.6
a21oi	17	88.8
o21ai	18	97.6
nor2b	5	31.3
inv	15	56.3
nor3	12	76.3
a211oi	9	87.6
nor4b	3	32.5
nand3	12	60.1
and2	4	25.0
a311oi	3	32.5
clkbuf	8	30.0
and3	5	31.3
buf	18	126
o22ai	4	25.0
or2	3	18.8
[final timing paths]
| check | to | slack [ps] |
|---|---|---|
| max | display1[0] | 450 |
| min | display0[5] | 4640 |
[metrics by stage]
| step | total power (W) | instances |
|---|---|---|
| 2_1_floorplan | 0.000128 | 269 |
| 3_3_place_gp | 0.000177 | 329 |
| 3_5_place_dp | 0.000175 | 329 |
| 4_1_cts | 0.000176 | 329 |
| 5_1_grt | 0.000196 | 329 |
| 6_report | 0.000177 | 329 |
[cells by family (layout without fill, tap and decap cells)]
group / count (synthesis) / count (layout)
buffers and inverters: 41 / 51
multiplexers: 7 / 7
AND/OR/NAND/NOR: 113 / 113
XOR/XNOR: 3 / 3
adder cells (fa/ha/maj): 8 / 8
AND-OR/OR-AND: 97 / 97
[power by group through the flow]
| stage | registers [W] | clock network, W | logic (W) |
|---|---|---|---|
| final | 0 | 0 | 0.000177 |
| after CTS | 0 | 0 | 0.000176 |
| after global routing | 0 | 0 | 0.000196 |
[final cells by class]
type / count / area [µm²] / share of cell area (%)
multi-input cells: 228 / 1650 / 78.2
inverters: 15 / 56.3 / 2.66
repair buffers: 36 / 343 / 16.2
well taps: 50 / 62.6 / 2.96
[per-layer routing]
metal  track usage [%]  share of wire [%]
met5                 0                  0
met4              2.10                1.7
met3              2.22                6.3
met2              23.5                 44
met1              20.5                 48
[critical path, cell delays in order]
cell and delay, ps:
sky130_fd_sc_hd__clkdlybuf4s50_1 420, sky130_fd_sc_hd__nor2_1 220, sky130_fd_sc_hd__inv_2 110, sky130_fd_sc_hd__ha_1 340, sky130_fd_sc_hd__nand2b_1 230, sky130_fd_sc_hd__o21ai_1 530
sky130_fd_sc_hd__nand3_1 280, sky130_fd_sc_hd__nand4_1 240, sky130_fd_sc_hd__nand3_1 160, sky130_fd_sc_hd__o311ai_4 720, sky130_fd_sc_hd__inv_2 190, sky130_fd_sc_hd__ha_1 240
sky130_fd_sc_hd__mux2_2 270, sky130_fd_sc_hd__a21oi_1 140, sky130_fd_sc_hd__nor2_1 50, sky130_fd_sc_hd__clkdlybuf4s50_1 430
Power is estimated from default activity; no workload was simulated.
